File: /design/flow/design.v
module AXI4_Lite_Master #(
    parameter integer C_M_AXI_ADDR_WIDTH = 32,
    parameter integer C_M_AXI_DATA_WIDTH = 32,
    parameter integer TIMEOUT_VAL = 255 
) (
    input wire  M_AXI_ACLK,
    input wire  M_AXI_ARESETN,
    input wire  usr_write_req,
    input wire  usr_read_req,
    input wire  [C_M_AXI_ADDR_WIDTH-1:0] usr_araddr, usr_awaddr,
    input wire  [C_M_AXI_DATA_WIDTH-1:0] usr_wdata,
    input wire  [C_M_AXI_DATA_WIDTH/8-1:0] usr_wstrb,
    output reg  [C_M_AXI_DATA_WIDTH-1:0] usr_rdata,
    output wire usr_wr_busy, usr_wr_done,
    output wire [1:0] usr_wr_resp,
    output wire usr_rd_busy, usr_rd_done,
    output wire [1:0] usr_rd_resp,
    output wire [C_M_AXI_ADDR_WIDTH-1 : 0] M_AXI_AWADDR,
    output wire [2 : 0] M_AXI_AWPROT,
    output wire  M_AXI_AWVALID,
    input wire  M_AXI_AWREADY,
    output wire [C_M_AXI_DATA_WIDTH-1 : 0] M_AXI_WDATA,
    output wire [C_M_AXI_DATA_WIDTH/8-1 : 0] M_AXI_WSTRB,
    output wire  M_AXI_WVALID,
    input wire  M_AXI_WREADY,
    input wire [1 : 0] M_AXI_BRESP,
    input wire  M_AXI_BVALID,
    output wire  M_AXI_BREADY,
    output wire [C_M_AXI_ADDR_WIDTH-1 : 0] M_AXI_ARADDR,
    output wire [2 : 0] M_AXI_ARPROT,
    output wire  M_AXI_ARVALID,
    input wire  M_AXI_ARREADY,
    input wire [C_M_AXI_DATA_WIDTH-1 : 0] M_AXI_RDATA,
    input wire [1 : 0] M_AXI_RRESP,
    input wire  M_AXI_RVALID,
    output wire  M_AXI_RREADY
);
    localparam W_IDLE = 2'b00, W_AW_W = 2'b01, W_B = 2'b10;
    localparam R_IDLE = 2'b00, R_AR   = 2'b01, R_R = 2'b10;
    reg [1:0] w_state, r_state;
    reg [C_M_AXI_ADDR_WIDTH-1:0] axi_awaddr, axi_araddr;
    reg [C_M_AXI_DATA_WIDTH-1:0] axi_wdata;
    reg axi_awvalid, axi_wvalid, axi_bready;
    reg axi_arvalid, axi_rready;
    reg wr_busy, wr_done, rd_busy, rd_done;
    reg [1:0] wr_resp, rd_resp;
    reg [7:0] w_timeout_cnt, r_timeout_cnt;
    assign M_AXI_AWADDR  = axi_awaddr;
    assign M_AXI_AWPROT  = 3'b000;
    assign M_AXI_AWVALID = axi_awvalid;
    assign M_AXI_WDATA   = axi_wdata;
    assign M_AXI_WSTRB   = usr_wstrb;
    assign M_AXI_WVALID  = axi_wvalid;
    assign M_AXI_BREADY  = axi_bready;
    assign M_AXI_ARADDR  = axi_araddr;
    assign M_AXI_ARPROT  = 3'b000;
    assign M_AXI_ARVALID = axi_arvalid;
    assign M_AXI_RREADY  = axi_rready;
    assign usr_wr_busy = wr_busy;  
    assign usr_wr_done = wr_done;  
    assign usr_wr_resp = wr_resp;
    assign usr_rd_busy = rd_busy;  
    assign usr_rd_done = rd_done;
    assign usr_rd_resp = rd_resp;
    always @(posedge M_AXI_ACLK) begin
        if (!M_AXI_ARESETN) begin
            w_state       <= W_IDLE;
            axi_awvalid   <= 0;
            axi_wvalid    <= 0;
            axi_bready    <= 0;
            wr_busy       <= 0;
            wr_done       <= 0;
            w_timeout_cnt <= 0;
        end else begin
            wr_done <= 0;
            case (w_state)
                W_IDLE: begin
                    w_timeout_cnt <= 0;
                    if (usr_write_req) begin
                        w_state     <= W_AW_W;
                        axi_awaddr  <= usr_awaddr;
                        axi_wdata   <= usr_wdata;
                        axi_awvalid <= 1'b1;
                        axi_wvalid  <= 1'b1;
                        wr_busy     <= 1'b1;
                    end else wr_busy <= 1'b0;
                end
                W_AW_W: begin
                    w_timeout_cnt <= w_timeout_cnt + 1;
                    if (M_AXI_AWREADY && axi_awvalid) axi_awvalid <= 1'b0;
                    if (M_AXI_WREADY  && axi_wvalid)  axi_wvalid  <= 1'b0;
                    if (!axi_awvalid && !axi_wvalid) begin
                        axi_bready    <= 1'b1;
                        w_state       <= W_B;
                        w_timeout_cnt <= 0;
                    end else if (w_timeout_cnt >= TIMEOUT_VAL) begin
                        axi_awvalid <= 1'b0;
                        axi_wvalid  <= 1'b0;
                        wr_resp     <= 2'b10;  
                        wr_done     <= 1'b1;
                        w_state     <= W_IDLE;
                    end
                end
                W_B: begin
                    w_timeout_cnt <= w_timeout_cnt + 1;
                    if (M_AXI_BVALID && axi_bready) begin
                        axi_bready <= 1'b0;
                        wr_resp    <= M_AXI_BRESP;
                        wr_done    <= 1'b1;
                        w_state    <= W_IDLE;
                    end else if (w_timeout_cnt >= TIMEOUT_VAL) begin
                        axi_bready <= 1'b0;
                        wr_resp    <= 2'b10; 
                        wr_done    <= 1'b1;
                        w_state    <= W_IDLE;
                    end
                end
                default: w_state <= W_IDLE;
            endcase
        end
    end
    always @(posedge M_AXI_ACLK) begin
        if (!M_AXI_ARESETN) begin
            r_state       <= R_IDLE;
            axi_arvalid   <= 0;
            axi_rready    <= 0;
            rd_busy       <= 0;
            rd_done       <= 0;
            usr_rdata     <= 0;
            r_timeout_cnt <= 0;
        end else begin
            rd_done <= 0;
            case (r_state)
                R_IDLE: begin
                    r_timeout_cnt <= 0;
                    if (usr_read_req) begin
                        r_state     <= R_AR;
                        axi_araddr  <= usr_araddr;
                        axi_arvalid <= 1'b1;
                        rd_busy     <= 1'b1;
                    end else rd_busy <= 1'b0;
                end
                R_AR: begin
                    r_timeout_cnt <= r_timeout_cnt + 1;
                    if (M_AXI_ARREADY && axi_arvalid) begin
                        axi_arvalid   <= 1'b0;
                        axi_rready    <= 1'b1;
                        r_state       <= R_R;
                        r_timeout_cnt <= 0;
                    end else if (r_timeout_cnt >= TIMEOUT_VAL) begin
                        axi_arvalid   <= 1'b0;
                        rd_resp       <= 2'b10;
                        rd_done       <= 1'b1;
                        r_state       <= R_IDLE;
                    end
                end
                R_R: begin
                    r_timeout_cnt <= r_timeout_cnt + 1;
                    if (M_AXI_RVALID && axi_rready) begin
                        axi_rready <= 1'b0;
                        usr_rdata  <= M_AXI_RDATA;
                        rd_resp    <= M_AXI_RRESP;
                        rd_done    <= 1'b1;
                        r_state    <= R_IDLE;
                    end else if (r_timeout_cnt >= TIMEOUT_VAL) begin
                        axi_rready <= 1'b0;
                        rd_resp    <= 2'b10;
                        rd_done    <= 1'b1;
                        r_state    <= R_IDLE;
                    end
                end
                default: r_state <= R_IDLE;
            endcase
        end
    end
endmodule
File: /design/flow/run.sh
#!/bin/bash
# OpenROAD 26Q1-2900-gdf79404cd8, Yosys 0.63+post, stock flow scripts
make -C /OpenROAD-flow-scripts/flow DESIGN_CONFIG=/design/flow/config.mk WORK_HOME=/design/flow/orfs finish
File: /design/flow/config.mk
export PLATFORM = sky130hd
export DESIGN_NAME = AXI4_Lite_Master
export DESIGN_NICKNAME = AXI4_Lite_Master
export VERILOG_FILES = /design/flow/design.v
export SDC_FILE = /design/flow/constraint.sdc
export NUM_CORES = 4
export LEC_CHECK = 1
export CORE_UTILIZATION = 30
File: /design/flow/constraint.sdc
current_design AXI4_Lite_Master

set clk_period 3.9
set clk_io_pct 0.2

create_clock -name clk0 -period $clk_period [get_ports {M_AXI_ACLK}]

set non_clock_inputs [all_inputs -no_clocks]
set_input_delay [expr $clk_period * $clk_io_pct] -clock clk0 $non_clock_inputs
set_output_delay [expr $clk_period * $clk_io_pct] -clock clk0 [all_outputs]
==> run notes <==
Synthesis and PnR results.

- The relative slew slack reads 0.5074.
- The most instantiated library cell after synthesis reads sky130_fd_sc_hd__edfxtp_1.
- The dominant register cell reads sky130_fd_sc_hd__edfxtp_1.
- The count of synthesis-stage warnings from yosys is 1.
- The post-synthesis instance area is 0.005688 mm².
- The buffers inserted during post-CTS setup optimization reads 0.
- The count of input and output buffers reads 281.
- Per the placement report, the placed cell count is 925.
- The origin of the worst setup path reads M_AXI_ARESETN.
- The total number of H-tree levels is 4.
- For flop-to-flop paths, the worst setup slack is 2.05 ns.
- The overall via count from detail_route reads 4,393.
- The iteration-0 DRC count of the detailed router reads 373.
- The areal power density over the cells reads 402.0 mW/mm².
- The register area share after synthesis is 0.7497.
- The share of cells above drive strength 1 is 0.06456.
- The total cells reported by yosys after synthesis reads 432.
- The count of endpoints failing hold in the final timing report reads 0.
- After legalization and detailed placement, the total HPWL measured 11,720 µm.
- For this design, the slowest cell found on the critical path is sky130_fd_sc_hd__clkdlybuf4s50_1.
- The total routing usage reported by global routing is 0.1656.
- The core outline area is 0.01827 mm².
- The root buffer cell reads sky130_fd_sc_hd__clkbuf_16.
- The type of the worst min-delay path is reg -> reg.
- The initial antenna violation count was 2.
- The via count of the first global-routing pass is 4,090.
- The kind of cell with the highest combined delay on the critical path is buffers and inverters.
- The nature of the critical path startpoint reads an input port.
- The synthesized area per cell is 13.17 µm².
- The class of the most critical setup path is in -> reg.
- The area growth from synthesis to layout is 62.63%.
- The CTS clock-pin slew for the worst setup and hold paths reads 0.07 ns.
- The clock tree has to reach 163 sinks.
- The most area-hungry cell type in the Yosys netlist reads sky130_fd_sc_hd__edfxtp_1.
- The period utilization reads 0.5765.
- The DRC violation total left in the routed layout is recorded as 0.
- The number of library cell types mapped by synthesis is 47.
- The largest net degree at the start of global routing is 65.
- The maximum clock frequency is 444.8 MHz.
- The leakage power in the latest report is 3.145 nW.
- The overall routed net length reads 15,610 µm.
- The worst endpoint required time is 3.97 ns.
- The vias per cell is 4.581.
- The cell area after layout reads 0.009250 mm².
- The chip area in the Yosys report is 0.005688 mm².
- Setup repair after global routing left no endpoint under its margin.
- The I/O pin count reads 296.
- Along the critical path, the tally of buffer and inverter instances is 3.
- The synthesized instance count is 432.
- After synthesis, the cell types taking the most area are sky130_fd_sc_hd__edfxtp_1 53%, sky130_fd_sc_hd__dfxtp_1 22%, sky130_fd_sc_hd__nand2_1 5.3%.
- The placed standard-cell area is 0.008716 mm².
- The aggregate negative setup slack reads 0 ns.
- The worst reg2reg path startpoint reads r_state[1]$_DFF_P_.
- The clock insertion delay at the later pin of the skew report reads 0.42 ns.
- The first-pass detailed-route iteration total reads 5.
- The post-synthesis async set-or-reset flop share is 0.
- The commonest cells after synthesis are 100 x sky130_fd_sc_hd__edfxtp_1, 81 x sky130_fd_sc_hd__nand2_1, 63 x sky130_fd_sc_hd__dfxtp_1.
- The count of placed standard cells in the final layout, fillers left out is 959.
- The critical path ends at axi_araddr[17]$_DFFE_PP_.
- CTS reports a maximum clock tree buffer depth of 2.
- The overall overflow remaining after global route reads 0.
- The CTS buffer count is 17.
- The cell sequence reported for the critical path is clkdlybuf4s50_1 -> inv_2 -> nor2_2 -> buf_4.
- The number of nets with antenna violations after routing reads 0.
- The worst flop-to-flop path endpoint reads rd_resp[0]$_DFFE_PP_.
- The die height reads 139.7 µm.
- The worst setup path is captured at a flop.
- The post-layout minimum cycle time reads 2.248 ns.
- The path length in cells of the critical path reads 4.
- Across the VDD grid, the largest voltage drop is 0.0002690 V.
- The worst clock skew on the final layout is 0.007955 ns.
- The fraction of synthesized cell area taken by the top area cell type is 0.5279.
- STA lists the maximum fanout along the critical path as 32.
- The final setup slack of the worst path reads 1.652 ns.
- The logic depth of the worst register-to-register path reads 4.
- The count of state elements after synthesis reads 163.
- The largest single stage delay on the critical path is 0.78 ns.
- TritonCTS built the clock tree.
- The post-CTS hold buffer count recorded in the log is 0.
- The cell row count reads 49.
- The routability-driven placement congestion ratio reads 0.8570.
- The count of final max-slew check failures reads 0.
- The post-layout utilization of the core is 0.5063.
- The number of gates resized after CTS was 0.
- The share of the core area taken by cells at floorplan is 0.3113.
- The run finished with clean final reports.
- In this run the horizontal extent of the chip is 139.7 µm.
- The routed design shows a wire length per standard cell of 16.28 µm.
- The chip occupies 0.01951 mm².
- The reported max-cap violation count is 0.
- Summing over the stages, the warning tally comes to 25.
- The number of setup violations in the final report is 0.
- The arrival time of data at the critical path endpoint is 2.32 ns.
- The wire length of the first global-routing pass is 23,580 µm.
- The number of enable-type register cells in the synthesized netlist is 100.
- The slew at the pin closest to its max-slew limit reads 0.7389 ns.
- At the placement stage, the worst setup path has a slack of 1.197 ns.
how the worst min path moves through the flow:
stage | start | endpoint | cells after the start
4_1_cts | usr_rdata[21]$_SDFFE_PN0P_ | usr_rdata[21]$_SDFFE_PN0P_ | 2
6_report | usr_rdata[16]$_SDFFE_PN0P_ | usr_rdata[16]$_SDFFE_PN0P_ | 2
5_1_grt | usr_rdata[12]$_SDFFE_PN0P_ | usr_rdata[12]$_SDFFE_PN0P_ | 2
worst min-delay path, delay by kind of cell, from the launching register on:
| kind | cells | cell delay, ns |
|---|---|---|
| AND/OR/NAND/NOR | 1 | 0.05 |
| flip-flops | 1 | 0.31 |
| AND-OR/OR-AND | 1 | 0.05 |
sequential cells by signal, indices dropped and copies added (netlist names), 2 cells and up:
register,count
w_timeout_cnt,8
axi_wdata,32
rd_resp,2
r_state,3
r_timeout_cnt,8
axi_araddr,32
wr_resp,2
w_state,3
usr_rdata,32
axi_awaddr,32
area by class of cell:
type | count | area, µm²
diodes | 2 | 5.005
fillers | 1505 | 9020
flip-flops and latches | 163 | 4264
repair buffers | 287 | 2870
clock buffers | 18 | 429.2
clock inverters | 14 | 100.1
well taps | 229 | 286.5
inverters | 6 | 22.52
multi-input cells | 240 | 1272
layout by cell type, fill, tap and decap left out, drive strengths merged, types with 3 or more instances in the layout:
cell             n
dfxtp           63
or4              3
nor2             8
and3             4
nand3            9
edfxtp         100
conb             6
o31ai            9
a21oi           49
buf              6
inv             17
clkbuf          18
nand2           81
a211oi           6
nor3             5
clkdlybuf4s50  281
nand4            4
or3              6
nand2b           6
o21ai           19
routing by layer:
| layer | up-vias | track usage | part of all wire |
|---|---|---|---|
| met5 | - | 0 | 0 |
| met4 | 0 | 0.02487 | 0.011 |
| met3 | 11 | 0.06592 | 0.10 |
| met2 | 217 | 0.2721 | 0.51 |
| met1 | 2038 | 0.2174 | 0.38 |
| li1 | 2127 | - | - |
logic make-up (layout without fill, tap and decap cells):
| family | count (synthesis) | after routing | share of synthesized area |
|---|---|---|---|
| AOI/OAI and AO/OA | 98 | 98 | 0.1030 |
| xor gates and xnor gates | 2 | 2 | 0.003080 |
| adders and majority gates | 2 | 2 | 0.004399 |
| buffers and inverters | 34 | 325 | 0.03168 |
| DFF | 163 | 163 | 0.7497 |
| other | 1 | 8 | 0.0006593 |
| and+or+nand+nor | 132 | 132 | 0.1076 |
where the power goes:
group	switching (mW)	internal [mW]
logic	0.0876	0.210
clock network	0.684	0.823
registers	0.0270	1.89
through the flow:
stage / hold WS [ns] / total power [mW]
2_1_floorplan: 0.4218 / 2.009
3_3_place_gp: 0.4448 / 2.248
3_5_place_dp: 0.4475 / 2.250
4_1_cts: 0.4563 / 3.756
5_1_grt: 0.4769 / 3.864
6_report: 0.4543 / 3.719
Power figures rest on the tool's default switching activity, not on a simulated workload.
