**/design/flow/constraint.sdc**
```tcl
current_design AXI4_Lite_Slave

set clk_period 6.0
set clk_io_pct 0.2

create_clock -name clk0 -period $clk_period [get_ports {S_AXI_ACLK}]

set non_clock_inputs [all_inputs -no_clocks]
set_input_delay [expr $clk_period * $clk_io_pct] -clock clk0 $non_clock_inputs
set_output_delay [expr $clk_period * $clk_io_pct] -clock clk0 [all_outputs]
```
**/design/flow/run.sh**
```bash
#!/bin/bash
# OpenROAD 26Q1-2900-gdf79404cd8, Yosys 0.63+post, stock flow scripts
make -C /OpenROAD-flow-scripts/flow DESIGN_CONFIG=/design/flow/config.mk WORK_HOME=/design/flow/orfs finish
```
**/design/flow/config.mk**
```make
export PLATFORM = sky130hd
export DESIGN_NAME = AXI4_Lite_Slave
export DESIGN_NICKNAME = AXI4_Lite_Slave
export VERILOG_FILES = /design/flow/design.v
export SDC_FILE = /design/flow/constraint.sdc
export NUM_CORES = 4
export LEC_CHECK = 1
export CORE_UTILIZATION = 30
```
**/design/flow/design.v**
```verilog
module AXI4_Lite_Slave #(
    parameter integer C_S_AXI_DATA_WIDTH = 32,
    parameter integer C_S_AXI_ADDR_WIDTH = 4
) (
    input wire  S_AXI_ACLK,
    input wire  S_AXI_ARESETN,
    input wire [C_S_AXI_ADDR_WIDTH-1 : 0] S_AXI_AWADDR,
    input wire [2 : 0] S_AXI_AWPROT,
    input wire  S_AXI_AWVALID,
    output wire  S_AXI_AWREADY,
    input wire [C_S_AXI_DATA_WIDTH-1 : 0] S_AXI_WDATA,
    input wire [(C_S_AXI_DATA_WIDTH/8)-1 : 0] S_AXI_WSTRB,
    input wire  S_AXI_WVALID,
    output wire  S_AXI_WREADY,
    output wire [1 : 0] S_AXI_BRESP,
    output wire  S_AXI_BVALID,
    input wire  S_AXI_BREADY,
    input wire [C_S_AXI_ADDR_WIDTH-1 : 0] S_AXI_ARADDR,
    input wire [2 : 0] S_AXI_ARPROT,
    input wire  S_AXI_ARVALID,
    output wire  S_AXI_ARREADY,
    output wire [C_S_AXI_DATA_WIDTH-1 : 0] S_AXI_RDATA,
    output wire [1 : 0] S_AXI_RRESP,
    output wire  S_AXI_RVALID,
    input wire  S_AXI_RREADY
);
    reg [C_S_AXI_DATA_WIDTH-1:0] slv_reg0, slv_reg1, slv_reg2, slv_reg3;
    reg axi_awready, axi_wready, axi_bvalid, axi_arready, axi_rvalid;
    reg [1:0] axi_bresp, axi_rresp;
    reg [C_S_AXI_DATA_WIDTH-1:0] axi_rdata;
    reg [C_S_AXI_ADDR_WIDTH-1:0] axi_awaddr, axi_araddr;
    reg aw_addr_valid, ar_addr_valid;
    assign S_AXI_AWREADY = axi_awready;
    assign S_AXI_WREADY  = axi_wready;
    assign S_AXI_BRESP   = axi_bresp;
    assign S_AXI_BVALID  = axi_bvalid;
    assign S_AXI_ARREADY = axi_arready;
    assign S_AXI_RDATA   = axi_rdata;
    assign S_AXI_RRESP   = axi_rresp;
    assign S_AXI_RVALID  = axi_rvalid;
    function is_addr_valid(input [C_S_AXI_ADDR_WIDTH-1:0] addr);
        is_addr_valid = (addr == 4'h0 || addr == 4'h4 || addr == 4'h8 || addr == 4'hC);
    endfunction
    always @(posedge S_AXI_ACLK) begin
        if (!S_AXI_ARESETN) begin
            axi_awready   <= 1'b0;
            axi_wready    <= 1'b0;
            aw_addr_valid <= 1'b0;
        end else begin
            if (~axi_awready && S_AXI_AWVALID && S_AXI_WVALID) begin
                axi_awready   <= 1'b1;
                axi_wready    <= 1'b1;
                axi_awaddr    <= S_AXI_AWADDR;
                aw_addr_valid <= is_addr_valid(S_AXI_AWADDR);
            end else begin
                axi_awready <= 1'b0;
                axi_wready  <= 1'b0;
            end
        end
    end
    always @(posedge S_AXI_ACLK) begin
        if (!S_AXI_ARESETN) begin
            slv_reg0 <= 0; slv_reg1 <= 0; slv_reg2 <= 0; slv_reg3 <= 0;
        end else if (axi_wready && S_AXI_WVALID && axi_awready && S_AXI_AWVALID && aw_addr_valid) begin
            case (axi_awaddr[3:2])
                2'h0: begin
                    if (S_AXI_WSTRB[0]) slv_reg0[7:0]   <= S_AXI_WDATA[7:0];
                    if (S_AXI_WSTRB[1]) slv_reg0[15:8]  <= S_AXI_WDATA[15:8];
                    if (S_AXI_WSTRB[2]) slv_reg0[23:16] <= S_AXI_WDATA[23:16];
                    if (S_AXI_WSTRB[3]) slv_reg0[31:24] <= S_AXI_WDATA[31:24];
                end
                2'h1: begin
                    if (S_AXI_WSTRB[0]) slv_reg1[7:0]   <= S_AXI_WDATA[7:0];
                    if (S_AXI_WSTRB[1]) slv_reg1[15:8]  <= S_AXI_WDATA[15:8];
                    if (S_AXI_WSTRB[2]) slv_reg1[23:16] <= S_AXI_WDATA[23:16];
                    if (S_AXI_WSTRB[3]) slv_reg1[31:24] <= S_AXI_WDATA[31:24];
                end
                2'h2: begin
                    if (S_AXI_WSTRB[0]) slv_reg2[7:0]   <= S_AXI_WDATA[7:0];
                    if (S_AXI_WSTRB[1]) slv_reg2[15:8]  <= S_AXI_WDATA[15:8];
                    if (S_AXI_WSTRB[2]) slv_reg2[23:16] <= S_AXI_WDATA[23:16];
                    if (S_AXI_WSTRB[3]) slv_reg2[31:24] <= S_AXI_WDATA[31:24];
                end
                2'h3: begin
                    if (S_AXI_WSTRB[0]) slv_reg3[7:0]   <= S_AXI_WDATA[7:0];
                    if (S_AXI_WSTRB[1]) slv_reg3[15:8]  <= S_AXI_WDATA[15:8];
                    if (S_AXI_WSTRB[2]) slv_reg3[23:16] <= S_AXI_WDATA[23:16];
                    if (S_AXI_WSTRB[3]) slv_reg3[31:24] <= S_AXI_WDATA[31:24];
                end
            endcase
        end
    end
    always @(posedge S_AXI_ACLK) begin
        if (!S_AXI_ARESETN) begin
            axi_bvalid <= 1'b0;
            axi_bresp  <= 2'b00;
        end else if (axi_awready && S_AXI_AWVALID && axi_wready && S_AXI_WVALID && ~axi_bvalid) begin
            axi_bvalid <= 1'b1;
            axi_bresp  <= aw_addr_valid ? 2'b00 : 2'b11;  
        end else if (S_AXI_BREADY && axi_bvalid) begin
            axi_bvalid <= 1'b0;
        end
    end
    always @(posedge S_AXI_ACLK) begin
        if (!S_AXI_ARESETN) begin
            axi_arready   <= 1'b0;
            axi_araddr    <= 0;
            ar_addr_valid <= 1'b0;
        end else if (~axi_arready && S_AXI_ARVALID) begin
            axi_arready   <= 1'b1;
            axi_araddr    <= S_AXI_ARADDR;
            ar_addr_valid <= is_addr_valid(S_AXI_ARADDR);
        end else begin
            axi_arready <= 1'b0;
        end
    end
    always @(posedge S_AXI_ACLK) begin
        if (!S_AXI_ARESETN) begin
            axi_rvalid <= 1'b0;
            axi_rresp  <= 2'b00;
            axi_rdata  <= 0;
        end else if (axi_arready && S_AXI_ARVALID && ~axi_rvalid) begin
            axi_rvalid <= 1'b1;
            axi_rresp  <= ar_addr_valid ? 2'b00 : 2'b11;
            if (ar_addr_valid) begin
                case (axi_araddr[3:2])
                    2'h0: axi_rdata <= slv_reg0;
                    2'h1: axi_rdata <= slv_reg1;
                    2'h2: axi_rdata <= slv_reg2;
                    2'h3: axi_rdata <= slv_reg3;
                endcase
            end else axi_rdata <= 32'hDEADDEAD;
        end else if (axi_rvalid && S_AXI_RREADY) begin
            axi_rvalid <= 1'b0;
        end
    end
endmodule
```
==> results.cfg <==
; generated from flow reports
[sta]
fmax_mhz = 346
setup_slack_ps = 3110
setup_violations = 0
hold_violations = 0
tns_ps = 0
finalCriticalPeriod_ps = 2890
skew_ps = 7.40
relSlewSlack_pct = 47.7
rsz0062_at_grt = false
fin_crit_sh_pct = 48.2
worst_slew_pin_slew_ps = 783
slew_viol_final = 0

[cts]
clock-sinks = 172
cts_tree = done
clock_latency_ps = 420
cts_root_buf = clkbuf_16
clockBufferDepth = 2
hold_buffers = 0
postCtsSetupBuffers = 0
numCtsBuffers = 17
cts-htree-levels = 4
cts_resized = 0
clk_pin_slew_worst_paths_ps = 60

[route]
diodes = 0
drt-total-wl_um = 16100
post-route-drc-count = 0
drt_first_pass_iters = 4
drtIter0Drc = 255
vias_per_cell = 4.62
wl_per_cell_um = 15.8
vias = 4727
drtAntennaViolNets = 0

[pwr]
vdd_drop_max_mv = 0.186
p_switching_uw = 547
intPower_uw = 1950
power_density_nw_per_um2 = 280
pwr-share-seq_pct = 46.7
p_comb_share_pct = 5.4
leakagePower_uw = 0.00393
clkPwrFrac_pct = 47.9
swShare_pct = 21.9

[flow_run]
drv_cap = 0
tool_warnings = 31

[placed_design]
place.port_buffers = 91
place_congestion = 0.741
hpwlAfterDp_um = 10400
pre_cts_ws_ps = 2590

[status]
status = complete, no violations

[floorplanning]
core_area_um2 = 23500
fp_util_pct = 30.6
dieArea_um2 = 24600
rows = 56
top_level_ports = 98
die_h_um = 157
die_w_um = 157

[yosys]
ys_ff = 172
synth.largest_area_cell = dfxtp_1
yosys_warnings = 1
syn-cell-area_um2 = 7180
synth_seq_share_pct = 48.2
yosys_cells = 621
edf_count = 2
ys_async_sr_fraction_pct = 0
syn_area_per_cell_um2 = 11.6
synth.distinct_cells = 32
top_cell_area_share_pct = 47.4
ys_chip_area_um2 = 7180
flop_cell = dfxtp_1
synthCells = 621
top_cells_by_area = dfxtp_1 47%, mux2i_1 18%, nand2_1 8.5%

[critical_path]
arrival_ps = 3200
cp_cell_sequence = clkdlybuf4s50_1 -> and3b_1 -> buf_4 -> nand2_1 -> buf_4 -> o221a_2
crit_path_end_kind = flip-flop
cp_max_fo = 25
crit_path_start_kind = input port
required_ps = 6310
crit_type = in2reg
max_stage_delay_ps = 500
slowest_stage = clkdlybuf4s50_1
path_buffers = 3
crit_path_frequent_cell = buf_4
critPathTopFamily = buffers and inverters

[global_route]
gr-total-overflow = 0
grt_pass1_vias = 4717
antenna_found_initial = 0
grt_pass1_wl_um = 25900
grt_max_degree = 88
grt_usage_pct = 14.1

[finish]
drive_gt1_share_pct = 13.3
area_growth_pct = 23.9

[min_path]
min_path_type = reg2reg
[metrics by stage]
step / power, uW / utilization [%] / instances / hold WS [ps] / instance area (um^2)
global placement: 1330 / 35.2 / 992 / 442 / 8260
global route: 2580 / 37.9 / 1024 / 473 / 8900
finish: 2500 / 37.9 / 1024 / 455 / 8900
CTS: 2520 / 37.9 / 1024 / 460 / 8900
floorplan: 1260 / - / 621 / 434 / 7180
detailed placement: 1330 / 35.2 / 992 / 449 / 8260
[state kept, by name (all words and copies together), names as in the netlist]
register and flops:
aw_addr_valid 1, ar_addr_valid 1, axi_awready 1, slv_reg2 32, axi_araddr 2, axi_rdata 32, slv_reg1 32, axi_rresp 1
slv_reg0 32, axi_rvalid 1, axi_awaddr 2, axi_bvalid 1, slv_reg3 32, axi_bresp 1, axi_arready 1
[cells by family after synthesis]
group	share of synthesized area, %
compound gates	5.12
mux	28.8
flops	48.2
buf+inv	4.09
simple gates	13.8
[layer usage]
layer  global-route usage (%)  routed length [um]
met2                     21.2                7230
met3                     2.37                 611
met1                     22.6                8130
met5                        0                   0
met4                     1.35                 173
[power groups by stage]
stage / clock (uW) / sequential [uW] / combinational [uW]
after global routing: 1270 / 1170 / 147
final: 1190 / 1170 / 134
after CTS: 1220 / 1170 / 137
[tightest hold or removal path, delay by kind of cell (launching register included)]
family	cells	cell delay, ps
flip-flops	1	310
AND/OR/NAND/NOR	1	50
multiplexers	1	50
[cell usage after synthesis, types with 3 or more instances]
| cell type | n |
|---|---|
| a21oi_1 | 4 |
| a32o_1 | 10 |
| buf_12 | 3 |
| buf_2 | 9 |
| buf_4 | 7 |
| buf_6 | 4 |
| clkbuf_1 | 21 |
| dfxtp_1 | 170 |
| mux2i_1 | 132 |
| mux4_1 | 6 |
| mux4_2 | 26 |
| nand2_1 | 163 |
| nand2b_1 | 3 |
| nand3_4 | 10 |
| nand4_2 | 4 |
| nor2_1 | 8 |
| nor2b_1 | 3 |
| o221a_1 | 14 |
| o221a_2 | 8 |
[path summary, 6_finish.rpt]
path	startpoint	cells after the start	slack, ps	endpoint
setup reg to reg	axi_araddr[2]	3	3940	axi_rdata[15]
setup / recovery	S_AXI_ARVALID	6	3110	axi_rdata[5]
hold reg to reg	slv_reg2[27]	2	460	slv_reg2[27]
hold / removal	slv_reg2[27]	2	460	slv_reg2[27]
[final cells by class]
cell class,count,area (um^2)
Timing Repair Buffer,98,965
Multi-Input combinational cell,402,3420
Tap cell,319,399
Sequential cell,172,3470
Clock inverter,14,190
Inverter,1,3.75
Clock buffer,18,450
Fill cell,2238,14600
[cell usage in the layout (no fill, tap or decap), types with 3 or more instances in the layout]
master / synthesis / final
a21oi_1: 4 / 4
a32o_1: 10 / 10
buf_4: 7 / 7
bufinv_16: 0 / 4
clkbuf_16: 0 / 18
clkdlybuf4s50_1: 0 / 90
clkinv_2: 0 / 5
dfxtp_1: 170 / 168
mux2i_1: 132 / 132
mux4_1: 6 / 6
mux4_2: 26 / 26
nand2_1: 163 / 163
nand2b_1: 3 / 3
nand3_4: 10 / 10
nand4_2: 4 / 4
nor2_1: 8 / 8
nor2b_1: 3 / 3
o221a_1: 14 / 14
o221a_2: 8 / 8
Power and IR drop assume default switching activity.
